<file path="flow/design.v">
module d_flipflop(
    input  data,
    input  clk,
    input  reset,
    output reg Q,
    output Qnot
);
    always @(posedge clk or posedge reset) begin
        if (reset)
            Q <= 1'b0;
        else
            Q <= data;
    end
    assign Qnot = ~Q;
endmodule
module full_adder(
    input A, B, Cin,
    output Y, Cout
);
    assign Y = A ^ B ^ Cin;
    assign Cout = A & B | Cin & A | B & Cin;
endmodule
module modulo_counter( 
    input clk, 
    input reset, 
    output [2:0]Y,
    output modCountOut
);
wire [2:0] D;  
wire [2:0] Q;  
wire [1:0] carry;
full_adder fa0 (.A(Q[0]), .B(1'b1), .Cin(1'b0), .Y(D[0]), .Cout(carry[0]));
full_adder fa1 (.A(Q[1]), .B(1'b0), .Cin(carry[0]), .Y(D[1]), .Cout(carry[1]));
full_adder fa2 (.A(Q[2]), .B(1'b0), .Cin(carry[1]), .Y(D[2]));
assign Y[0] = Q[0];
assign Y[1] = Q[1];
assign Y[2] = Q[2];
wire toggle;
assign toggle = Q[0] & Q[2];
wire [2:0] state = (reset || toggle) ? 3'b000 : D;
d_flipflop dff0 (.data(state[0]), .clk(clk) ,.reset(reset), .Q(Q[0]), .Qnot());
d_flipflop dff1 (.data(state[1]), .clk(clk) ,.reset(reset), .Q(Q[1]), .Qnot());
d_flipflop dff2 (.data(state[2]), .clk(clk) ,.reset(reset), .Q(Q[2]), .Qnot());
assign out = Q;
t_flipflop tff (.t(toggle), .clk(clk), .reset(reset), .Q(modCountOut), .Qnot());  
endmodule
module multiplexer(
    input A, B, 
    input Enable,
    input Sel,
    output Y
    );
    assign Enable = 1'b1;
    assign Y = (Sel == 1'b0) && Enable ? A :
               B;
endmodule
module ripple_counter(
    input clk,
    input reset,
    output [2:0] q
);
wire [2:0]reset_rc;
wire [2:0] D_out;
assign reset_rc = (reset) ? 3'b000 : (D_out[2] && D_out[1] && D_out[0]) ? 3'b000 : D_out;
t_flipflop tff1 (.t(1'b1), .clk(clk), .reset(reset), .Q(q[0]), .Qnot());
t_flipflop tff2 (.t(1'b1), .clk(q[0]), .reset(reset), .Q(q[1]), .Qnot());
t_flipflop tff3 (.t(1'b1), .clk(q[1]), .reset(reset), .Q(q[2]), .Qnot()); 
endmodule
module t_flipflop(
    input  t,
    input  clk,
    input  reset,
    output Q,
    output Qnot
);
    wire D;
    multiplexer mux( .A(Q), .B(Qnot), .Sel(t), .Enable(1'b1), .Y(D));
    d_flipflop dff(.data(D), .clk(clk), .reset(reset), .Q(Q), .Qnot(Qnot));
endmodule
module top (
    input btnU,  
    input btnC,  
    output [6:0]led
);
wire [2:0] rip;
wire [2:0] mod_Q;
wire tff_mod;
ripple_counter rc( .clk(btnC), .reset(btnU), .q(rip));
modulo_counter mc (.clk(btnC), .reset(btnU), .Y(mod_Q), .modCountOut(tff_mod));
assign led[0] = rip[0];
assign led[1] = rip[1];
assign led[2] = rip[2];
assign led[3] = mod_Q[0];
assign led[4] = mod_Q[1];
assign led[5] = mod_Q[2];
assign led[6] = tff_mod;
endmodule
</file>
<file path="flow/constraint.sdc">
current_design top

set clk_period 1.0
set clk_io_pct 0.2

create_clock -name clk0 -period $clk_period [get_ports {btnC}]

set non_clock_inputs [all_inputs -no_clocks]
set_input_delay [expr $clk_period * $clk_io_pct] -clock clk0 $non_clock_inputs
set_output_delay [expr $clk_period * $clk_io_pct] -clock clk0 [all_outputs]
</file>
<file path="flow/config.mk">
export PLATFORM = sky130hd
export DESIGN_NAME = top
export DESIGN_NICKNAME = top
export VERILOG_FILES = /design/flow/design.v
export SDC_FILE = /design/flow/constraint.sdc
export NUM_CORES = 4
export LEC_CHECK = 1
export CORE_AREA = 10 10 70 70
export DIE_AREA = 0 0 80 80
</file>
<file path="flow/run.sh">
#!/bin/bash
# OpenROAD 26Q1-2900-gdf79404cd8, Yosys 0.63+post, stock flow scripts
make -C /OpenROAD-flow-scripts/flow DESIGN_CONFIG=/design/flow/config.mk WORK_HOME=/design/flow/orfs finish
</file>
==> results.tsv <==
metric	value	unit
PD cells	1283	mW/mm^2
Area leader share	57.85	%
Antenna Cells	0	
clock buffer depth	2	
leakage	0.2157	nW
vias in the first global route	219	
Yosys Chip Area	302.8	sq um
DRC	0	
CTS H-tree lvls	1	
Final min period	1198	ps
HP Class	in -> async	
OpenROAD warning count	28	
Syn Inst Count	26	
layout cell share with drive strength beyond 1	48.72	%
core area	0.003416	sq mm
TritonCTS buffer count	3	
fin worst setup slack	-197.7	ps
yosys stat cell total	26	
cell type with the largest total area	dfrtp_1	
synthesized area	302.8	sq um
vias	192	
root buffer selected by CTS	clkbuf_4	
crit path max fanout	3	
antenna violations before repair	0	
Rows	21	
Final setup viols	2	
I/O Buffers	8	
outcome	finished with violations	
yosys simple share	9.917	%
antenna-violating nets left	0	
ys flops	7	
final wirelength	597	um
gr ovfl total	0	
die height	80	um
Top non-seq family	buffers and inverters	
endpoints left unconstrained	4	
post-detail-place hpwl	452.3	um
total of max-cap violations	0	
Avg Inst Size Synth	11.65	sq um
final worst path period share	119.8	%
fmax	0.8349	GHz
RSZ-0062 raised after global routing	yes	
Post-synth area hogs	dfrtp_1, buf_4, inv_1	
drt wl/cell	7.024	um
Yosys warnings	2	
clk latency late pin	240	ps
P&R area growth vs syn	59.92	%
DP Area	420.4	sq um
CTS tree	yes	
Die W	80	um
RePlAce Congestion	0.7011	
Initial Util	8.864	%
Req. time, crit path	1160	ps
peak supply drop	263.8	uV
ao+oa area frac	2.893	%
largest net degree at the start of global routing	8	
Setup CP Type	reg -> reg	
# fillers	385	
DR pass1 iterations	2	
Worst setup SP type	register	
register pins left without a clock	2	
violated checks	setup timing	
Final Cell Area	484.2	sq um
clock-pin transition on the worst setup and hold timing paths	50	ps
first-pass GRT wire length	1007	um
fa+ha+maj area frac	4.132	%
GRT Resource Usage Total	1.885	%
die area	0.006400	sq mm
post-synth cell types	11	
Worst Skew	6.052	ps
area fraction in mux cells	0	%
Least-Margin Pin Slew	146.4	ps
Synth Area in XOR/XNOR	2.893	%
crit path DAT	1360	ps
Cell Count, Final, Fillers Out	85	
Post-Place Cells	77	
Hold Vio Cnt, Final	0	
Seq/Total Area, Yosys	57.85	%
Slew Viols, Final	0	
DRT iter0 DRCs	2	
number of vias per cell	2.259	
Critical Path Sink Type	register	
I/O pin count	9	
headroom to the max-slew limit	90.21	%
-- layout by cell type (no fill, tap or decap) --
cell type	synthesis	layout
ha_4	0	1
clkbuf_1	0	1
and3_4	0	1
xnor2_1	1	1
nor2_1	1	1
dfrtp_1	7	7
buf_4	7	7
clkdlybuf4s50_1	0	3
clkbuf_4	0	3
a21oi_2	1	1
clkbuf_2	0	1
inv_1	4	4
or3b_1	1	1
or2b_1	1	1
buf_2	0	2
nand2_2	0	1
buf_6	0	2
clkdlybuf4s15_1	0	1
-- what timing repair did --
action / CTS / global route
cloned: 0 / 0
resized: 13 / 6
hold buffers: 0 / 0
setup endpoints to repair: 6 / 5
buffers inserted: 3 / 1
endpoints found under the hold margin: 0 / 0
-- registers in the layout, summed over array words and instances (netlist names) --
name           flops
mc.dff2.Q          1
rc.tff1.dff.Q      1
mc.dff0.Q          1
rc.tff2.dff.Q      1
rc.tff3.dff.Q      1
mc.tff.dff.Q       1
mc.dff1.Q          1
-- path summary, 6_finish.rpt --
kind                                               from                       end  slack [ps]  cells after the start
worst max-delay path                mc.dff0.Q$_DFF_PP0_       mc.dff2.Q$_DFF_PP0_        -200                      4
worst min-delay path                               btnU  mc.tff.dff.Q$_DFFE_PP0P_         360                      3
worst max register to register      mc.dff0.Q$_DFF_PP0_       mc.dff2.Q$_DFF_PP0_        -200                      4
worst min register to register  rc.tff1.dff.Q$_DFF_PP0_   rc.tff1.dff.Q$_DFF_PP0_         440                      1
max in group asynchronous                          btnU       mc.dff2.Q$_DFF_PP0_         520                      3
min in group clk0               rc.tff1.dff.Q$_DFF_PP0_   rc.tff1.dff.Q$_DFF_PP0_         440                      1
-- cells in the mapped netlist, drive strengths merged --
cell type  number
and3            1
xnor2           1
a21oi           1
buf             7
or3b            1
inv             4
or2b            1
ha              1
nor2            1
dfrtp           7
nand2           1
-- cell type report --
type / count / area, sq um / share of cell area [%]
clock buffer: 4 / 26.28 / 5.426
inverter: 4 / 15.01 / 3.101
multi-input combinational: 8 / 80.08 / 16.54
sequential: 7 / 175.2 / 36.18
tap: 46 / 57.56 / 11.89
timing repair buffer: 16 / 130.1 / 26.87
-- kinds of logic (layout without fill, tap and decap cells) --
family,after synthesis,count (layout)
compound gates,1,1
simple gates,5,5
xor+xnor,1,1
buf+inv,11,24
fa+ha+maj,1,1
flops,7,7
-- worst max-delay path, cell delays in order, from the launching register on --
cell and delay (ps):
dfrtp_1 380, buf_6 130, ha_4 140, or3b_1 350, a21oi_2 120
-- report_power, final --
part | internal [mW] | switching, mW | total, mW
clock | 0.150 | 0.0764 | 0.227
sequential | 0.232 | 0.0141 | 0.246
combinational | 0.104 | 0.0442 | 0.148
total | 0.487 | 0.135 | 0.621
-- stage by stage --
stage	hold WS, ps	power, mW	setup slack [ps]	util [%]	TNS [ps]
floorplan	8.458	0.3180	-92.44	-	-92.44
global placement	431.0	0.3876	-111.4	12.31	-247.2
detailed placement	435.3	0.3917	-134.7	12.31	-301.5
CTS	337.0	0.6337	-209.7	13.81	-292.6
global route	379.5	0.6796	-247.5	14.18	-412.3
finish	358.4	0.6212	-197.7	14.18	-260.9
-- routing by layer --
layer	vias to the layer above	GRT usage, %	wire length, um
met3	2	1.023	58
met5	-	0	0
li1	99	-	-
met4	0	1.232	27
met1	83	2.291	252
met2	8	2.488	259
No activity file was given, so power comes from the tool's default toggle rates.
